File: design/flow/config.mk
export PLATFORM = sky130hd
export DESIGN_NAME = Anti_jitter
export DESIGN_NICKNAME = Anti_jitter
export VERILOG_FILES = /design/flow/design.v
export SDC_FILE = /design/flow/constraint.sdc
export NUM_CORES = 4
export LEC_CHECK = 1
export CORE_UTILIZATION = 30
File: design/flow/constraint.sdc
current_design Anti_jitter

set clk_period 6.6
set clk_io_pct 0.2

create_clock -name clk0 -period $clk_period [get_ports {clk}]

set non_clock_inputs [all_inputs -no_clocks]
set_input_delay [expr $clk_period * $clk_io_pct] -clock clk0 $non_clock_inputs
set_output_delay [expr $clk_period * $clk_io_pct] -clock clk0 [all_outputs]
File: design/flow/design.v
`timescale 1ns / 1ps
module Anti_jitter(input wire clk, 
								 input wire RSTN,
								 input wire[15:0]SW, 
								 input wire [3:0]K_COL,
								 output [4:0] K_ROW,
								 output reg[3:0] button_out,
								 output reg[3:0] button_pulse,
								 output reg[15:0]SW_OK,
								 output reg 	  CR,
								 output reg 	  rst
								);
			reg[31:0] counter,rst_counter;
			reg[4:0] btn_temp;
			reg[15:0] sw_temp;
			reg pulse;
			wire[4:0] button={~RSTN,~K_COL[3:0]};
			assign K_ROW = {SW[15:11]};
			always @(posedge clk) begin
				btn_temp<=button;
				sw_temp<=SW;
			if(btn_temp != button || sw_temp!=SW)begin
					counter<=32'h00000000;
					rst_counter <=0;
					pulse<=0;
				end
			else if(counter<100000)
					counter<=counter+1;
				else begin
					button_out<=button[3:0];
					CR<=~RSTN;
					SW_OK<=SW;
					pulse<=1;
					if(!pulse)button_pulse<=button;
				else button_pulse<=0;
					if(button[4]&&rst_counter<200000000)
						rst_counter<=rst_counter+1;
					else rst<=~RSTN;
			end
		end
endmodule
File: design/flow/run.sh
#!/bin/bash
# OpenROAD 26Q1-2900-gdf79404cd8, Yosys 0.63+post, stock flow scripts
make -C /OpenROAD-flow-scripts/flow DESIGN_CONFIG=/design/flow/config.mk WORK_HOME=/design/flow/orfs finish
==> deck_impl_summary.md <==
Synthesis and Place & Route Summary

Status
  – Outcome: finished, final reports clean

Floorplan
  – FP Util: between 30% and 40%
  – Core area: about 0.014 mm2
  – Row count: 43
  – Ports: roughly 53
  – Die Area: approximately 0.015 mm2
  – Die Wd: about 120 um
  – Die H: 122.4 um

Drt
  – DR vias: about 3,000
  – Antenna-violating nets left: 0
  – Vias per cell: approximately 4.5
  – Antenna diodes: 0
  – Post-route DRC: 0
  – Final WL: 7.461 mm
  – Pre-Repair DR Iteration Count: 4
  – DR WL/cell: around 11 um
  – Drt initial violations: 194

Yosys
  – Netlist Area Pre-Place: 0.004345 mm2
  – Unique masters post-synth: around 45
  – YS chip area: 0.004345 mm2
  – Post-synth regs: between 100 and 150
  – Post-Synthesis Cells: about 420
  – Number of enable flip-flop cells: 26
  – Adder share: less than 1%
  – Syn. warnings: 1
  – Dominant flop cell: dfxtp_1
  – Synth async-reset ratio: 0%
  – Synth Area in Compound Gates: under 10%
  – XOR-XNOR Cells, Area Fraction: roughly a tenth
  – Comb area leader: simple AND/OR/NAND/NOR gates
  – Average size of a mapped cell: roughly 10 um2
  – MUX share of area: less than 1%
  – Yosys stat cell total: 422
  – Post-Synth Simple-Gate Area: between 20% and 30%
  – Register share after synthesis: about 58%

Cells and area
  – Layout area overhead: 22.40%
  – Non-filler cells, final: ~660
  – Register area: 0.002502 mm2
  – Fill cells: around 1,400
  – Share of cells above drive strength 1: about 7.6%
  – Logic cell area: between 0.0015 and 0.002 mm2

Power and ir drop
  – Leakage: between 0.0015 and 0.002 uW
  – Power per standard cell area: about 240 mW/mm2
  – Peak VDD IR: ~0.00012 V

GRT
  – GRT Total Usage: 10.95%
  – Gr ovfl total: 0
  – Largest net degree at the start of global routing: 67
  – First-pass GRT wire length: between 10 and 15 mm
  – Initial antenna violation count: 0
  – Vias in the first global route: 2,833

Final timing
  – Fin crit share: 62.41%
  – Setup Skew: approximately 10 ps
  – Minimum clock period: between 4000 and 5000 ps
  – RSZ-0062 raised after global routing: no
  – Fmax: 242.8 MHz
  – Final Hold Vio Count: 0
  – Slew Viols, Final: 0
  – Setup TNS: 0 ps
  – Slew @ Worst Pin: 672.9 ps
  – Slew margin rel.: 54.94%
  – Final setup violation count: 0

Worst setup path
  – Setup crit start kind: input port
  – WS Path Type: input port to flip-flop
  – Setup crit end kind: flip-flop
  – Worst Path Arrival: between 4000 and 5000 ps
  – Required time worst endpoint: between 6000 and 7000 ps
  – Worst-path fanout max: between 60 and 70

Place
  – Hpwl dp: 4.878 mm
  – IO Port Bufs: approximately 52
  – Placed insts: roughly 640
  – Placer Congestion: roughly 0.77

Flow run
  – OpenROAD warning count: 25
  – Max-Cap Viols: 0

Clock network
  – H-tree depth: 3
  – Clk latency of the worst-skew pair: between 300 and 400 ps
  – Clock buffer depth: 2
  – CTS sink count: roughly 110
  – Inserted Clock Buffers: 9
  – Post-CTS setup buffer count: 0
  – Clock-pin slew on the worst setup and hold paths: about 80 ps
  – Root buf cell: clkbuf_16
  – CTS tree: yes
  – Post-CTS Hold Fix Bufs: 0
  – CTS resizes: 0

Min path
  – Tightest Hold Check Type: flip-flop to flip-flop
[area by class of cell]
cell class	instances	share of cell area, %
clock buffers	9	4.234
clock inverters	7	1.317
inverters	30	2.117
multi-input cells	262	30.70
flip-flops and latches	112	47.05
well taps	180	4.234
repair buffers	56	10.35
[cells by family (layout without fill, tap and decap cells)]
| family | count (synthesis) | after routing |
|---|---|---|
| multiplexers | 1 | 1 |
| flip-flops | 112 | 112 |
| AND-OR/OR-AND | 34 | 34 |
| buffers and inverters | 48 | 102 |
| adder cells (fa/ha/maj) | 2 | 2 |
| AND/OR/NAND/NOR | 175 | 175 |
| XOR/XNOR | 50 | 50 |
[metal layers]
| metal | track usage [%] | part of all wire, % | up-vias |
|---|---|---|---|
| met3 | 2.941 | 4.6 | 7 |
| met1 | 16.11 | 50 | 1379 |
| met2 | 17.17 | 44 | 53 |
| met5 | 0 | 0 | - |
| li1 | - | - | 1538 |
| met4 | 1.220 | 1.3 | 0 |
[Yosys cell counts, types with 2 or more instances]
library cell | number | area, um2
o21ai_0 | 10 | 50.05
and3_1 | 8 | 50.05
a31oi_1 | 2 | 12.51
nor3_2 | 7 | 70.07
or3_1 | 10 | 62.56
a21oi_1 | 14 | 70.07
nand4_1 | 16 | 100.1
buf_4 | 5 | 37.54
nor4_1 | 9 | 56.30
nand4b_1 | 2 | 17.52
xor2_1 | 26 | 227.7
nor3_1 | 6 | 30.03
nor2_1 | 62 | 232.7
dfxtp_1 | 86 | 1722
buf_2 | 5 | 25.02
nand3_1 | 26 | 130.1
edfxtp_1 | 26 | 780.8
ha_1 | 2 | 25.02
xnor2_1 | 24 | 210.2
nor2b_1 | 3 | 18.77
inv_1 | 30 | 112.6
nand2_1 | 14 | 52.55
clkbuf_1 | 7 | 26.28
[cell usage in the layout (no fill, tap or decap), types with 2 or more instances in the layout]
master           instances
nor3_2                   7
nor2_1                  62
dfxtp_1                 86
inv_8                    2
and3_1                   8
a31oi_1                  2
xnor2_1                 24
clkbuf_16                9
a21oi_1                 14
nor3_1                   6
buf_4                    4
nor4_1                   9
edfxtp_1                26
nand4_1                 16
clkdlybuf4s50_1         52
nand2_1                 14
inv_1                   30
nand3_1                 26
or3_1                   10
inv_6                    2
nor2b_1                  2
xor2_1                  26
ha_1                     2
nand4b_1                 2
o21ai_0                 10
[report_power, final]
group	total [uW]	switching [uW]	internal, uW
clock	529	262	268
combinational	36.5	14.2	22.3
sequential	709	2.81	706
total	1280	279	996
[critical path, stage by stage]
cell and delay, ps:
clkdlybuf4s50_1 520, xor2_1 170, nand4_1 110, nor4_1 430, nand4_1 140, buf_4 360
nor2b_2 630, buf_4 330, nor2b_1 160
[stage by stage]
step / hold slack [ps] / setup slack, ps / util, % / area (um2) / power (uW)
after floorplan: 408.0 / 2902 / - / 4345 / 741.3
after global placement: 414.2 / 2100 / 35.91 / 5024 / 761.9
after detailed placement: 416.9 / 2084 / 35.91 / 5024 / 762.0
after CTS: 429.0 / 2392 / 38.02 / 5319 / 1293
after global routing: 453.6 / 2200 / 38.02 / 5319 / 1323
final: 426.9 / 2481 / 38.02 / 5319 / 1275
[registers in the layout, indices dropped and copies added, names as in the netlist]
name and cells:
counter 32, button_out 4, CR 1, SW_OK 16, sw_temp 16, rst_counter 32, rst 1, btn_temp 5
pulse 1, button_pulse 4
[worst paths after layout]
path	slack [ps]	cells after the start	to	start
worst max-delay path	2480	9	rst	K_COL[0]
worst min-delay path	430	2	counter[30]	counter[30]
worst max register to register	3650	8	rst	btn_temp[0]
worst min register to register	430	2	counter[30]	counter[30]
Power is estimated from default activity; no workload was simulated.
