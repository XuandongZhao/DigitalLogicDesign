**flow/design.v**
```verilog
`timescale 1ns / 1ps
module	 InputT32(input clk,
		 input [3:0] BTN,
		 input [4:0] Dctr,
		 output reg[31:0]Ai=32'h87654321,
		 output reg[31:0]Bi=32'h12345678,
		 output reg[2:0] state=100,
		 output reg[7:0] blink
		 );
reg [3:0] samp;
reg [1:0] get_01,get_23;
	assign push01 = BTN[0] | BTN[1];
	assign push23 = BTN[2] | BTN[3];
	always@(posedge clk)begin
		get_01 <= {get_01[0],push01};
		get_23 <= {get_23[0],push23};
	end
	always@(posedge clk)begin
		if (Dctr[4:2]<=2'b01 & get_01 ==2'b01)
			if(BTN[0]) state <= state+1; else state<=state-1;
		else state<=state;
	end
assign HexUP16 = 0;
	always
		if(Dctr[4:2]<3'b010)
			case({HexUP16,state[1:0]})
			3'b000:blink<=8'b00000001;
			3'b001:blink<=8'b00000010;
			3'b010:blink<=8'b00000100;
			3'b011:blink<=8'b00001000;
			3'b100:blink<=8'b00010000;
			3'b101:blink<=8'b00100000;
			3'b110:blink<=8'b01000000;
			3'b111:blink<=8'b10000000;
			endcase
	else blink<=4'b00000000;
always@(posedge clk)begin
	if(Dctr[4:2]==3'b000 && get_23 ==2'b01)begin
		case({HexUP16,state[1:0]})
			3'b000: if(BTN[2])Ai[3:0]<=Ai[3:0]+1;
				else	  Ai[3:0]<=Ai[3:0]-1;
			3'b001: if(BTN[2])Ai[7:4]<=Ai[7:4]+1;
				else	  Ai[7:4]<=Ai[7:4]-1;
			3'b010: if(BTN[2])Ai[11:8]<=Ai[11:8]+1;
				else	  Ai[11:8]<=Ai[11:8]-1;
			3'b011: if(BTN[2])Ai[15:12]<=Ai[15:12]+1;
				else	  Ai[15:12]<=Ai[15:12]-1;
			3'b100: if(BTN[2])Ai[19:16]<=Ai[19:16]+1;
				else	  Ai[19:16]<=Ai[19:16]-1;
			3'b101: if(BTN[2])Ai[23:20]<=Ai[23:20]+1;
				else	  Ai[23:20]<=Ai[23:20]-1;
			3'b110: if(BTN[2])Ai[27:24]<=Ai[27:24]+1;
				else	  Ai[27:24]<=Ai[27:24]-1;
			3'b111: if(BTN[2])Ai[31:28]<=Ai[31:28]+1;
				else	  Ai[31:28]<=Ai[31:28]-1;
		endcase
end
else if(Dctr[4:2]==4'b001 && get_23 ==2'b01)begin
		case({HexUP16,state[1:0]})
			3'b000: if(BTN[2])Bi[3:0]<=Bi[3:0]+1;
				else	  Bi[3:0]<=Bi[3:0]-1;
			3'b001: if(BTN[2])Bi[7:4]<=Bi[7:4]+1;
				else	  Bi[7:4]<=Bi[7:4]-1;
			3'b010: if(BTN[2])Bi[11:8]<=Bi[11:8]+1;
				else	  Bi[11:8]<=Bi[11:8]-1;
			3'b011: if(BTN[2])Bi[15:12]<=Bi[15:12]+1;
				else	  Bi[15:12]<=Bi[15:12]-1;
			3'b100: if(BTN[2])Bi[19:16]<=Bi[19:16]+1;
				else	  Bi[19:16]<=Bi[19:16]-1;
			3'b101: if(BTN[2])Bi[23:20]<=Bi[23:20]+1;
				else	  Bi[23:20]<=Bi[23:20]-1;
			3'b110: if(BTN[2])Bi[27:24]<=Bi[27:24]+1;
				else	  Bi[27:24]<=Bi[27:24]-1;
			3'b111: if(BTN[2])Bi[31:28]<=Bi[31:28]+1;
				else	  Bi[31:28]<=Bi[31:28]-1;
		endcase
	end
end
endmodule
```
**flow/config.mk**
```make
export PLATFORM = sky130hd
export DESIGN_NAME = InputT32
export DESIGN_NICKNAME = InputT32
export VERILOG_FILES = /design/flow/design.v
export SDC_FILE = /design/flow/constraint.sdc
export NUM_CORES = 4
export LEC_CHECK = 1
export CORE_UTILIZATION = 30
```
**flow/run.sh**
```bash
#!/bin/bash
# OpenROAD 26Q1-2900-gdf79404cd8, Yosys 0.63+post, stock flow scripts
make -C /OpenROAD-flow-scripts/flow DESIGN_CONFIG=/design/flow/config.mk WORK_HOME=/design/flow/orfs finish
```
**flow/constraint.sdc**
```tcl
current_design InputT32

set clk_period 2.8
set clk_io_pct 0.2

create_clock -name clk0 -period $clk_period [get_ports {clk}]

set non_clock_inputs [all_inputs -no_clocks]
set_input_delay [expr $clk_period * $clk_io_pct] -clock clk0 $non_clock_inputs
set_output_delay [expr $clk_period * $clk_io_pct] -clock clk0 [all_outputs]
```
==> impl_metrics.csv <==
group,metric,value,unit
run_status,status,"finished, final reports clean",
flow_run,tool_warnings,27,
timing,rsz0062_at_grt,"no",
setup_path,cp_top_family,"buffers and inverters",
timing,fin_crit,2.57,ns
pwr,ir_worst_vdd,0.147,mV
setup_path,worst-path-max-fanout,5,
setup_path,crit_top_cell,"clkdlybuf4s50_1",
timing,fin_tns_setup,0,ns
setup_path,rr_startpoint,"get_23[0]",
yosys,ys_sh_mux,0,
grt,grt-ovfl-total,0,
place,portBuffers,46,
place,globalplace.congestion,0.747,
clocking,cts_buffers,5,
clocking,cts_hold_buf,0,
yosys,simple_gate_share,0.0610,
min_path,hold_start,"get_23[0]",
timing,fmax,390,MHz
yosys,avgSynthCellArea,13.0,sq um
setup_path,crit_required,2.24,ns
yosys,yosys_area,0.00232,sq mm
floorplan,rows,31,
floorplan,die_h,89.9,microns
cells_and_area,drive_gt1_frac,0.0690,
routing,vias_per_cell,3.97,
clocking,htreeDepth,2,
clocking,cts.path.max_buffers,2,
timing,hold_viol,0,
setup_path,critPathKind,"input pin to output pin",
routing,via_count,1313,
setup_path,endpoint_kind,"output pin",
routing,wl,3700,microns
timing,drv_slew,0,
setup_path,start_kind,"input pin",
setup_path,cp.buffers_inverters,2,
setup_path,crit_chain,"clkdlybuf4s50_1 > nor2_2 > nand2_1 > nor2_1 > clkdlybuf4s50_1",
grt,grt_pass1_vias,1237,
floorplan,die_area,0.00808,sq mm
clocking,clk_latency,0.29,ns
min_path,min_delay_worst_endpoint,"get_23[1]",
yosys,synth_area,0.00232,sq mm
yosys,ys.flops,39,
yosys,yosys.stat.seqShare,0.488,
timing,slew-limit-headroom,0.532,
setup_path,crit_slowest_cell,"clkdlybuf4s50_1",
place,post-place-cells,323,
clocking,ctsRootBufferMaster,"clkbuf_8",
clocking,cts.clk_slew.worst_paths,0.08,ns
cells_and_area,design_area,0.00288,sq mm
grt,antenna_found_initial,0,
floorplan,coreArea,0.00737,sq mm
routing,ant_nets,0,
timing,worst_pin_slew,0.693,ns
timing,whs,0.348,ns
setup_path,max_stage_delay,0.49,ns
setup_path,r2r_setup_slack,1.22,ns
grt,grt_max_degree,16,
timing,finalSetupViolCount,0,
cells_and_area,area_growth,24.2,%
yosys,synthCells,178,
clocking,cts_resized,0,
flow_run,cap_violations,0,
yosys,logic_family,"adder cells",
setup_path,arrival,2.01,ns
yosys,ys_sh_adder,0.164,
place,hpwl,2830,microns
clocking,cts_sinks,39,
routing,wl_per_cell,11.2,microns
floorplan,fp_util,0.315,
min_path,hold_depth,0,
clocking,cts_tree,"done",
timing,finClkSkew,0.00749,ns
setup_path,r2r_cells,3,
cells_and_area,final_cell_mix,"clkdlybuf4s50_1, conb_1, edfxtp_1, xnor2_1, ha_1",
routing,drc,0,
setup_path,reg2reg_to,"Ai[3]",
pwr,power.density,417,mW/mm^2
clocking,postCtsSetupBuffers,0,
pwr,p_leak,0.00117,uW
timing,fin_crit_sh,0.916,
grt,grt_first_pass_wirelength,6180,microns
yosys,yosysWarnings,4,
floorplan,io_pins,85,
routing,antenna-diode-count,0,
routing,firstDrtPassIters,4,
min_path,hold_path.class,"register to register",
yosys,ys_cells,178,
cells_and_area,fin_cells,331,
floorplan,dieWidth,89.9,microns
routing,drt_iter0_drc,28,
grt,track_usage,0.0986,
yosys,synth_cell_types,24,
yosys,ys_sh_xor,0.0982,
yosys,yosys.area_share.aoi,0.0432,
cells_and_area,layout_top_cell,"clkdlybuf4s50_1",
place,dpl_cell_area,0.00277,sq mm
-- report_power, final --
group / leakage [uW] / internal, uW / switching [uW]
combinational: 0.000769 / 50.0 / 44.6
clock: 0.0000556 / 261 / 201
sequential: 0.000348 / 639 / 3.31
-- cells by family after synthesis --
group           count (synthesis)
compound gates                 16
xor+xnor                       26
fa+ha+maj                      25
buf+inv                        49
flops                          39
other cells                     2
simple gates                   21
-- registers in the layout (all words and copies together), names as in the netlist --
register	count
Bi	16
Ai	16
state	3
get_23	2
get_01	2
-- how the worst max path moves through the flow --
| stage | depth (start not counted) | startpoint | slack [ns] | endpoint |
|---|---|---|---|---|
| CTS | 5 | Dctr[4] | 0.22 | blink[1] |
| global route | 5 | Dctr[4] | 0.14 | blink[1] |
| finish | 5 | Dctr[4] | 0.23 | blink[1] |
-- worst reg2reg max path: stages (launching register included) --
cell	delay (ns)
dfxtp_1	0.32
nor2b_1	0.28
nand3b_1	0.14
nor3_1	0.48
-- routing by layer --
metal	vias up	routed length, microns	global-route usage
met4	0	56	0.0108
met1	617	1790	0.161
li1	640	-	-
met2	51	1590	0.141
met5	-	0	0
met3	5	260	0.0292
-- stage by stage --
stage | power [uW] | util | setup slack [ns]
floorplan | 754 | - | 0.432
CTS | 1220 | 0.391 | 0.217
global route | 1260 | 0.391 | 0.142
global placement | 751 | 0.376 | 0.217
detailed placement | 753 | 0.376 | 0.217
finish | 1200 | 0.391 | 0.234
-- Yosys cell counts --
| cell | count | area (sq um) |
|---|---|---|
| buf_4 | 37 | 278 |
| edfxtp_1 | 35 | 1050 |
| xnor2_1 | 18 | 158 |
| ha_1 | 16 | 200 |
| inv_1 | 10 | 37.5 |
| fa_1 | 9 | 180 |
| a21o_1 | 8 | 60.1 |
| a21oi_1 | 8 | 40.0 |
| xor2_1 | 8 | 70.1 |
| and3_1 | 6 | 37.5 |
| dfxtp_1 | 4 | 80.1 |
| nor3_1 | 3 | 15.0 |
| conb_1 | 2 | 7.51 |
| nand2_1 | 2 | 7.51 |
| nor2b_1 | 2 | 12.5 |
| or2_2 | 2 | 12.5 |
| and3b_1 | 1 | 8.76 |
| buf_6 | 1 | 11.3 |
| inv_2 | 1 | 3.75 |
| nand3b_1 | 1 | 7.51 |
| nor2_1 | 1 | 3.75 |
| nor2_2 | 1 | 6.26 |
| nor4_4 | 1 | 21.3 |
| nor4b_1 | 1 | 8.76 |
-- final cells by class --
type,instances,area (sq um)
clock buffer,5,68.8
clock inverter,3,38.8
fill,732,4490
inverter,11,41.3
multi-input combinational,124,985
sequential,39,1130
tap,99,124
timing repair buffer,50,490
Power and IR drop assume default switching activity.
